<file path="/design/flow/design.v">
module adder_int64 (
    input   wire [63:0] a,
    input   wire [63:0] b,
    output  wire [63:0] sum
);
    assign sum = a + b;
endmodule
</file>
<file path="/design/flow/run.sh">
#!/bin/bash
# OpenROAD 26Q1-2900-gdf79404cd8, Yosys 0.63+post, stock flow scripts
make -C /OpenROAD-flow-scripts/flow DESIGN_CONFIG=/design/flow/config.mk WORK_HOME=/design/flow/orfs finish
</file>
<file path="/design/flow/config.mk">
export PLATFORM = sky130hd
export DESIGN_NAME = adder_int64
export DESIGN_NICKNAME = adder_int64
export VERILOG_FILES = /design/flow/design.v
export SDC_FILE = /design/flow/constraint.sdc
export NUM_CORES = 4
export LEC_CHECK = 1
export CORE_UTILIZATION = 30
</file>
<file path="/design/flow/constraint.sdc">
current_design adder_int64

set clk_period 36.7
set clk_io_pct 0.2

create_clock -name clk0 -period $clk_period

set non_clock_inputs [all_inputs -no_clocks]
set_input_delay [expr $clk_period * $clk_io_pct] -clock clk0 $non_clock_inputs
set_output_delay [expr $clk_period * $clk_io_pct] -clock clk0 [all_outputs]
</file>
==> results.txt <==
impl run done, here's what came out: Max Transition Viols Final=0, Reg power frac=0%, post-route antenna net violation count=0, Die ar.=13200 µm², syn_area_per_cell=6.88 µm², Floorplan Utilization=31.3%, RSZ-0062 raised after global routing=no, Tmin final=18.16 ns, gr usage total=19.6%, Post-CTS Hold Fix Bufs=0, Top Layout Cells=clkdlybuf4s50_1, a21oi_1, ha_1, routed length per instance=14.9 µm, crit path DRT=29.36 ns, Startpoint Class=primary input, Seq/Total Area, Yosys=0%, # setup viols final=0, Die X=115 µm, FFs & Latches=0, WHS Endpoint=sum[0], Final Cycle Share=49.5%, outcome=complete, no violations, DRC Markers=0, Crit path max-delay family=AND-OR/OR-AND gates, hold violation total from the final report=0, postcts setup bufs=0, YS chip area=3820 µm², first-iteration detailed-routing DRC count=229, tool warnings=32, Cells after DPL=894, Fillers=1224, Synth Instances=555, achievable frequency=55.1 MHz, die height=115 µm, power share of the clock group=0%, Setup TNS=0 ns, Worst Tran Pin Value=0.539 ns, logic gate share of total power=100.0%, Vias/cell=5.26, VDD IR max=0.00000766 V, Leak=0.00242 µW, Rel. slew slack=63.8%, Rows=40, number of global-route vias before repair=4395, area grow syn2layout=53.0%, critical path arrival=10.82 ns, Yosys warning total=0, HP Start=b[0], largest net degree at the start of global routing=12, post-CTS sizing=0, global route overflow=0, Final Wtd Congestion=0.901, critical path endpoint category=output port, WS Path Type=primary input to output port, CP Cell Sequence=clkdlybuf4s50_1, ha_1, fa_1, a21oi_2, nor2_1, nor4_4, nor2_1, a21oi_4, a21oi_1, o32ai_1, o21ai_1, xor2_1, clkdlybuf4s50_1, Max stage delay on crit path=0.48 ns, NetSw=48.6 µW, Critical Path Fanout Max=5, WHS Path Cells=3, Mapped Area=3820 µm², Net Sw Frac=42.4%, CLK BUF=0, HPWL Detailed=11800 µm, Int Pwr=66.1 µW, initial antenna violation count=0, antenna diode count=0, Buffers on Ports=192, number of distinct library cells after synthesis=65, Top cell excl fill/tap=clkdlybuf4s50_1, Top Ports=192, Critical-path top delay cell=o32ai_1, total core area=12200 µm², first-pass GRT wire length=21000 µm, WP buf/inv=2, number of max-cap violations=0, yosys cell count=555, via count=4699, non-filler cells in the finished layout=894, final core area utilization=47.8%, routed wire length=13300 µm, Pre-Repair DR Iteration Count=5, pwr/cell area=19.6 nW/µm², layout cells sized above 1=3.31%, worst min-delay path category=primary input to output port, sequential cell area=0 µm²
==> Yosys cell counts, types with 4 or more instances <==
master,n,area (µm²)
o21ai_0,23,115
buf_2,13,65.1
nand2b_1,5,31.3
o21a_1,7,52.6
nor2_1,39,146
xnor2_1,37,324
o211ai_1,4,30.0
a21oi_1,75,375
a31oi_1,6,37.5
a21oi_2,4,35.0
nand3_1,18,90.1
nor3_1,9,45.0
nor2b_1,6,37.5
clkbuf_1,4,15.0
a21o_1,35,263
nand2_1,52,195
and3_1,6,37.5
o21bai_1,13,97.6
inv_1,14,52.6
ha_1,63,788
o21ai_2,4,35.0
nand3b_1,4,30.0
o21ai_1,15,75.1
nand4_1,17,106
xor2_1,23,201
==> through the flow <==
step	worst slack (ns)	instance area [µm²]	total power, µW	hold slack, ns
detailed placement	18.54	5840	115	15.70
global route	18.30	5840	126	15.75
finish	18.54	5840	115	15.70
floorplan	19.86	3820	56.3	14.75
global placement	18.66	5840	115	15.71
CTS	18.54	5840	115	15.70
==> worst min-delay path, stage by stage <==
cell and delay [ns]:
clkdlybuf4s50_1 0.46, ha_1 0.11, clkdlybuf4s50_1 0.45
==> layout make-up <==
cell class | count | area (µm²) | area share, %
inverters | 14 | 52.6 | 0.900
well taps | 168 | 210 | 3.60
multi-input cells | 520 | 3660 | 62.6
repair buffers | 192 | 1920 | 32.9
==> per-layer routing <==
metal  GRT usage [%]  up-vias  wire (µm)
met1            29.7     2112       6540
li1                -     2421          -
met2            31.9      157       5860
met5               0        -          0
met4            1.90        0        167
met3            1.13        9        712
==> power by group through the flow <==
| stage | logic, µW | registers (µW) | clock network (µW) |
|---|---|---|---|
| 6_report | 115 | 0 | 0 |
| 5_1_grt | 126 | 0 | 0 |
| 4_1_cts | 115 | 0 | 0 |
==> cell families after synthesis <==
group / synth area share [%]
AND/OR/NAND/NOR: 23.6
XOR/XNOR: 13.8
buffers and inverters: 4.20
AND-OR/OR-AND: 37.2
adder cells (fa/ha/maj): 21.2
==> worst max-delay path by stage <==
stage	startpoint	slack, ns	cells after the start	end
final	a[0]	18.54	13	sum[44]
after global routing	a[0]	18.30	13	sum[44]
after CTS	a[0]	18.54	13	sum[44]
Power and IR drop assume default switching activity.
